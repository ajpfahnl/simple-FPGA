### design/flow/run.sh
#!/bin/bash
# OpenROAD 26Q1-2900-gdf79404cd8, Yosys 0.63+post, stock flow scripts
make -C /OpenROAD-flow-scripts/flow DESIGN_CONFIG=/design/flow/config.mk WORK_HOME=/design/flow/orfs finish
### design/flow/config.mk
export PLATFORM = sky130hd
export DESIGN_NAME = vending_machine
export DESIGN_NICKNAME = vending_machine
export VERILOG_FILES = /design/flow/design.v
export SDC_FILE = /design/flow/constraint.sdc
export NUM_CORES = 4
export LEC_CHECK = 1
export CORE_UTILIZATION = 50
### design/flow/constraint.sdc
current_design vending_machine

set clk_period 6.1
set clk_io_pct 0.2

create_clock -name clk0 -period $clk_period [get_ports {CLK}]

set non_clock_inputs [all_inputs -no_clocks]
set_input_delay [expr $clk_period * $clk_io_pct] -clock clk0 $non_clock_inputs
set_output_delay [expr $clk_period * $clk_io_pct] -clock clk0 [all_outputs]
### design/flow/design.v
module vending_machine(input CLK,
		       input RESET,
		       input RELOAD,
		       input CARD_IN,
		       input [3:0] ITEM_CODE,
		       input KEY_PRESS,
		       input VALID_TRAN,
		       input DOOR_OPEN,
		       output reg VEND,
		       output reg INVALID_SEL,
		       output reg [2:0] COST,
		       output reg FAILED_TRAN
		       );
   reg [3:0] 		      current_state;
   reg [3:0] 		      next_state; 		      
   reg [3:0] 		      counters [19:0];
   reg [3:0] 		      num1;
   reg [3:0] 		      num2; 		      
   reg 			      DOOR_CYCLED;
   reg 			      DOOR_OPENED;
   reg 			      INVALID_SEL_DETECT;
   reg 			      CODE1_STORED;
   reg 			      CODE2_STORED;			      
   parameter IDLE = 4'd0;
   parameter RELOADING = 4'd1;
   parameter CODE1 = 4'd2;
   parameter CODE2 = 4'd3;
   parameter TRANSACT = 4'd4;
   parameter VENDING = 4'd5;
   parameter RESETTING = 4'd6;
   reg [2:0] 		      TIMER;
   reg 			      TIMEOUT;
   reg [3:0] 		      timer_state;			      
   reg [4:0] 		      index;
   reg 			      decremented;
   reg [8:0] 		      tmp; 
   always@ (posedge CLK) begin
      if (RESET) begin
	 current_state = RESETTING;
	 TIMER = 0;
	 TIMEOUT = 0;
      end else begin
	 TIMER = TIMER + 3'b1;
	 if (next_state != current_state) begin
	    TIMER = 0;
	    TIMEOUT = 0;
	 end else if (TIMER == 3'd5) begin
	    TIMEOUT = 1;
	 end
	 current_state = next_state;
      end
   end
   always @(*) begin
     case(current_state)
       RESETTING: begin
	  if (RESET)
	    next_state = RESET;
	  else
	    next_state = IDLE;
       end
       IDLE: begin
	  if (RELOAD) begin
	     next_state = RELOADING;
	  end
	  else if (CARD_IN)
	    next_state = CODE1;
	  else
	    next_state = IDLE;
       end
       RELOADING: begin
	  next_state = RELOADING;
	  if (!RELOAD)
	    next_state = IDLE;
       end
       CODE1: begin
	  if (CODE1_STORED) begin
	     next_state = CODE2;
	  end
	  else if (!KEY_PRESS && TIMEOUT)
	    next_state = IDLE;
	  else
	    next_state = CODE1;
       end
       CODE2: begin
	  if (CODE2_STORED) begin
	     next_state = TRANSACT;
	  end
	  else if (!KEY_PRESS && TIMEOUT)
	    next_state = IDLE;
	  else
	    next_state = CODE2;
       end
       TRANSACT: begin
	  if (INVALID_SEL || (!VALID_TRAN && TIMEOUT))
	    next_state = IDLE;
	  else if (VALID_TRAN) begin
	     next_state = VENDING;
	  end else
	    next_state = TRANSACT;
       end
       VENDING: begin
	  if (DOOR_OPEN) begin
	     next_state = VENDING;
	  end else if (DOOR_CYCLED) begin
	     next_state = IDLE;
	  end else if (TIMEOUT)
	    next_state = IDLE;
	  else
	    next_state = VENDING;
       end
       default: begin
	  next_state = IDLE;
       end
     endcase  
   end
   always @(*) begin
      VEND = 0;
      INVALID_SEL = 0;
      FAILED_TRAN = 0;
      COST = 0;
      DOOR_CYCLED = 0;
      case (current_state)
	CODE1: begin
	   if (!KEY_PRESS && TIMEOUT)
	     INVALID_SEL = 1'b1;
	end
	CODE2: begin
	   if (!KEY_PRESS && TIMEOUT)
	     INVALID_SEL = 1'b1;
	end
	TRANSACT: begin
	   if (INVALID_SEL_DETECT)
	     INVALID_SEL = 1'b1;
	   else if (!VALID_TRAN && TIMEOUT)
	     FAILED_TRAN = 1'b1;
	   else begin
	      COST = find_cost(num1, num2);
	   end
	end
	VENDING: begin
	   VEND = 1'b1;
	   if (!DOOR_OPEN && TIMEOUT)
	     VEND = 0;
	   COST = find_cost(num1, num2);
	end
      endcase  
      if (DOOR_OPENED && (DOOR_OPEN == 0))
	DOOR_CYCLED = 1'b1;
   end
   reg [4:0] 		      i;
   always @(posedge CLK) begin
      case (current_state)
	RESETTING: begin
	   for(i=0; i<=5'd19; i=i+5'b1) begin
	      counters[i] = 0;
	   end
	end
	IDLE: begin
	   DOOR_OPENED = 0;
	   decremented = 0;
	   INVALID_SEL_DETECT = 0;
	   CODE1_STORED = 0;
	   CODE2_STORED = 0;
	end
	RELOADING: begin
	   for(i=0; i<=5'd19; i=i+5'b1) begin
	      counters[i] = 4'd10;   
	   end
	end
	CODE1: begin
	   if (KEY_PRESS) begin
	      num1 = ITEM_CODE;
 	      if ((num1 != 4'd0) && (num1 != 4'd1)) begin
		 INVALID_SEL_DETECT = 1'b1;
	      end
	      CODE1_STORED = 1'b1;
	   end
	end
	CODE2: begin
	   if (KEY_PRESS) begin
	      num2 = ITEM_CODE;
	      tmp = num1*10;
	      index = num2 + tmp[4:0];
	      if (num2 > 4'd9) begin
		 INVALID_SEL_DETECT = 1'b1;
	      end else if (counters[index] == 0) begin
		 INVALID_SEL_DETECT = 1'b1;
	      end
	      CODE2_STORED = 1'b1;
	   end
	end
	VENDING: begin
	   if (!decremented) begin
	      counters[index] = counters[index] - 1'b1;
	      decremented = 1'b1;
	   end
	   if (DOOR_OPEN == 1'b1)
	     DOOR_OPENED = 1'b1;
	end
      endcase  
   end
   function [2:0] find_cost (input [3:0] num1, num2);
      begin
	 if (num1 == 4'd0) begin
	    if ((num2 >= 4'd0) && (num2 <= 4'd3))
	      find_cost = 3'd1;
	    else if ((num2 >= 4'd4) && (num2 <= 4'd7))
	      find_cost = 3'd2;
	    else
	      find_cost = 3'd3;
	 end
	 else begin  
	    if ((num2 >= 4'd0) && (num2 <= 4'd1))
	      find_cost = 3'd3;
	    else if ((num2 >= 4'd2) && (num2 <= 4'd5))
	      find_cost = 3'd4;
	    else if ((num2 >= 4'd6) && (num2 <= 4'd7))
	      find_cost = 3'd5;
	    else
	      find_cost = 3'd6;
	 end
      end
   endfunction  
endmodule  
==> impl_metrics.tcl <==
# collected from the flow reports
set metrics [dict create \
    reg2reg_depth 9 \
    grt_pass1_vias 3945 \
    top_cells_by_area "edfxtp_1 55%, a21oi_1 3.6%, dfxtp_1 2.6%" \
    ys_seq_share_pct 57.2 \
    timing.fmax_mhz 236 \
    num-fill-cells 874 \
    finalCriticalPeriod_ps 4230 \
    ant_nets 0 \
    dieArea_sq_mm 0.0111 \
    place_congestion 1.03 \
    avgSynthCellArea_sq_um 11.2 \
    drv_cap 0 \
    timing.rr.end "counters[11][1]" \
    drt_wl_total_microns 14400 \
    grt_pass1_wl_microns 22400 \
    min_path_cells 1 \
    post_cts_buffers 0 \
    die_h_microns 105 \
    die_w_microns 105 \
    yosysWarnings 2 \
    holdPathEnd "TIMER[0]" \
    syn_area_sq_mm 0.00534 \
    logic_area_sq_mm 0.00207 \
    drt-pass1-iter-count 5 \
    cts_root_buf "clkbuf_8" \
    end_kind "register" \
    min_from "TIMER[0]" \
    path_cells "clkdlybuf4s50_1 > ha_1 > fa_1 > xnor2_2 > clkinv_1 > nand3_1 > o211a_1 > o2111ai_1 > nor4bb_1 > o21ai_0 > a41oi_1" \
    r2r_start "index[4]" \
    finalCritPeriodShare_pct 69.4 \
    fp-row-count 37 \
    hpwl_microns 10300 \
    slew_headroom_pct 37.3 \
    insertedDiodeCount 0 \
    clkTransAtPathRegs_ps 110 \
    hold_viol 0 \
    numCtsBuffers 9 \
    internal-power_mw 1.14 \
    drive_above_1_share_pct 8.59 \
    numClockSinks 104 \
    hold_buffers 0 \
    openroad.warnings 26 \
    ir_worst_vdd_uv 202 \
    rsz0062_at_grt "no" \
    clock-skew-final_ps 16.9 \
    arrival_ps 4310 \
    synth_stat.cells 477 \
    finalSetupViolCount 0 \
    fp_util_pct 51.7 \
    critPathMaxStageDelay_ps 490 \
    p_sw_uw 465 \
    worst_slack_ps 1870 \
    power_density_mw_per_mm2 275 \
    clk_path_buf_depth 2 \
    h-tree-depth 3 \
    regArea_sq_mm 0.00305 \
    cp_max_fo 8 \
    pre_cts_slack_ps 1500 \
    grt_max_degree 27 \
    ios 17 \
    cp_data_required_time_ps 6180 \
    ys_chip_area_sq_mm 0.00534 \
    synthFlopType "edfxtp_1" \
    worst_slew_pin_slew_ps 937 \
    clkLatencyLatePin_ps 380 \
    core-area_sq_mm 0.0103 \
    largest_area_cell "edfxtp_1" \
    drc 0 \
    seqPwrFrac_pct 58.3 \
    status "finished, final reports clean" \
    cpMaxStageDelayCell "clkdlybuf4s50_1" \
    switching_share_pct 29.0 \
    p_leak_nw 1.99 \
    clockPowerShare_pct 27.1 \
    synth-edff-count 97 \
    rrSetupSlack_ps 2290 \
    yosysTopAreaCellShare_pct 54.6 \
    wl_per_cell_microns 23.0 \
    cts_tree "yes" \
    drv_slew 0 \
    grt_antenna_before_repair 0 \
    timing_worst_setup_path_type "input port to register" \
    gr-total-overflow 0 \
    ys_ff 104 \
    comb_power_share_pct 14.6 \
    critPathLaunchType "input port" \
    async_flop_share_pct 0 \
    syn_inst 477 \
    syn_to_final_growth_pct 9.05 \
    hold_class "register to register" \
    ys_types 69 \
    drt_iter0_markers 253 \
    vias_per_cell 6.43 \
    tns_ps 0 \
    port_buffers 16 \
    grt_util_all_layers_pct 29.5 \
    vias 4020 \
    ctsResizeCount 0 \
]
[synthesized netlist by cell type, drive strengths merged, types with 3 or more instances]
cell	instances
a32oi	10
clkbuf	20
nor2b	9
a211o	3
o21ai	20
mux2	8
a21oi	38
clkinv	3
inv	14
o211ai	5
or3	4
nor4	9
edfxtp	97
a22oi	3
nor2	30
a211oi	5
nand2	28
nand3	24
nor3	16
nor3b	7
buf	13
o221ai	3
nand4	15
ha	7
nand3b	4
mux2i	5
dfxtp	7
xnor2	6
and3	9
and2	5
a31oi	8
[metal layers]
layer / part of all wire, % / vias to the layer above / track usage [%]
met5: 0 / - / 0
met4: 2.6 / 0 / 5.94
met2: 44 / 199 / 40.4
li1: - / 1866 / -
met1: 44 / 1929 / 49.6
met3: 10 / 26 / 10.9
[final cells by class]
type                    instances  share of cell area, %
multi-input cells             323                   35.5
clock inverters                 6                   1.20
clock buffers                  10                   2.37
repair buffers                 29                   4.43
flip-flops and latches        104                   52.5
inverters                      17                   1.10
well taps                     136                   2.92
[power groups by stage]
stage	Sequential (mW)	Combinational, mW	Clock (mW)
after CTS	0.934	0.232	0.444
final	0.935	0.234	0.434
after global routing	0.943	0.257	0.470
[how the worst max path moves through the flow]
stage / from / to
4_1_cts: ITEM_CODE[1] / INVALID_SEL_DETECT
5_1_grt: ITEM_CODE[1] / INVALID_SEL_DETECT
6_report: ITEM_CODE[1] / INVALID_SEL_DETECT
[critical path: cells and delay by family]
kind,cells,cell delay (ps)
buffers and inverters,2,800
AOI/OAI and AO/OA,4,690
adders and majority gates,2,680
and+or+nand+nor,2,500
xor gates and xnor gates,1,410
[per-stage QoR]
| stage | hold WS (ps) | util [%] | std cells | instance area (sq um) | power, mW |
|---|---|---|---|---|---|
| finish | 456 | 56.4 | 625 | 5820 | 1.60 |
| floorplan | 417 | - | 477 | 5340 | 1.09 |
| CTS | 465 | 56.4 | 625 | 5820 | 1.61 |
| global placement | 428 | 54.4 | 609 | 5610 | 1.18 |
| global route | 494 | 56.4 | 625 | 5820 | 1.67 |
| detailed placement | 438 | 54.4 | 609 | 5610 | 1.18 |
[sequential cells by signal, summed over array words and instances (netlist names)]
register	flops
CODE1_STORED	1
CODE2_STORED	1
DOOR_OPENED	1
INVALID_SEL_DETECT	1
TIMEOUT	1
TIMER	3
counters	80
current_state	3
decremented	1
index	5
num1	4
num2	3
[kinds of logic (layout without fill, tap and decap cells)]
kind of cell,count (synthesis),in the layout,share of synthesized area (%)
and+or+nand+nor,172,172,17.2
adders and majority gates,8,8,2.02
xor gates and xnor gates,7,7,1.29
AOI/OAI and AO/OA,123,123,15.4
DFF,104,104,57.2
muxes,13,13,2.70
buffers and inverters,50,62,4.17
[layout by cell type, fill, tap and decap left out, types with 3 or more instances in the layout]
master           instances
edfxtp_1                97
clkinv_1                 3
o211ai_1                 5
and3_1                   9
mux2i_1                  5
nand2_1                 28
a31oi_1                  7
inv_1                   14
clkbuf_8                10
inv_6                    3
mux2_2                   7
dfxtp_1                  7
xnor2_1                  5
nand3b_1                 4
nor2b_1                  9
clkdlybuf4s50_1         16
a211oi_1                 5
a21oi_1                 38
nor2_1                  30
nor3_1                  16
a22oi_1                  3
nand3_1                 24
nor4_1                   9
or3_1                    4
a211o_1                  3
nor3b_1                  7
o21ai_0                 20
o221ai_1                 3
nand4_1                 15
buf_4                   13
ha_1                     7
a32oi_1                 10
and2_1                   5
Power is estimated from default activity; no workload was simulated.
