==> /design/flow/design.v <==
module twos2SignMag(input [12:0] D,
		    output reg S,
		    output reg [12:0] mag);
   always @* begin
      S = D[12];
      mag = D;
      if (S) begin
	 mag = ~mag + 1'b1;
	 if (mag[12])
	   mag = mag | 13'h1FFF;
      end
   end
endmodule  
module basicLin2FP(input [12:0] mag,
		   output reg [2:0] E,
		   output reg [4:0] F,
		   output reg R);
   reg [12:0] 		      tmp;
   always @* begin
      if (mag[11])
	E = 7;
      else if (mag[10])
	E = 6;
      else if (mag[9])
	E = 5;
      else if (mag[8])
	E = 4;
      else if (mag[7])
	E = 3;
      else if (mag[6])
	E = 2;
      else if (mag[5])
	E = 1;
      else
	E = 0;
      R = 0;
      if (E > 0) begin
	 tmp = mag >> (E-1);
	 R = tmp[0];
	 tmp = mag >> E;
	 F = tmp[4:0];
      end else begin
	 R = 0;
	 F = mag[4:0];
      end
   end
endmodule  
module rounder(input [2:0] Ein,
	       input [4:0] Fin,
	       input R,
	       output reg [2:0] E,
	       output reg [4:0] F);
   always @* begin
      F = Fin;
      E = Ein;
      if (R) begin
	 F = F + 1'b1;
	 if (Fin >= F) begin
	    E = E + 1'b1;
	    F = F >> 1;
	    F[4] = 1;
	    if (Ein >= E) begin
	       E = 'b111;
	       F = 'b11111;
	    end
	 end
      end
   end
endmodule  
module FPCVT(input [12:0] D, 
	     output wire S, 
	     output wire [2:0] E, 
	     output wire [4:0] F);
   wire [12:0] 		      b1mag;
   wire [2:0] 		      b2E;
   wire [4:0] 		      b2F;
   wire 		      b2R;
   twos2SignMag block1(.D(D), .S(S), .mag(b1mag));
   basicLin2FP block2(.mag(b1mag), .E(b2E), .F(b2F), .R(b2R));
   rounder block3(.Ein(b2E), .Fin(b2F), .R(b2R), .E(E), .F(F));  
endmodule  
==> /design/flow/run.sh <==
#!/bin/bash
# OpenROAD 26Q1-2900-gdf79404cd8, Yosys 0.63+post, stock flow scripts
make -C /OpenROAD-flow-scripts/flow DESIGN_CONFIG=/design/flow/config.mk WORK_HOME=/design/flow/orfs finish
==> /design/flow/config.mk <==
export PLATFORM = sky130hd
export DESIGN_NAME = FPCVT
export DESIGN_NICKNAME = FPCVT
export VERILOG_FILES = /design/flow/design.v
export SDC_FILE = /design/flow/constraint.sdc
export NUM_CORES = 4
export LEC_CHECK = 1
export CORE_AREA = 10 10 78 78
export DIE_AREA = 0 0 88 88
==> /design/flow/constraint.sdc <==
current_design FPCVT

set clk_period 8.4
set clk_io_pct 0.2

create_clock -name clk0 -period $clk_period

set non_clock_inputs [all_inputs -no_clocks]
set_input_delay [expr $clk_period * $clk_io_pct] -clock clk0 $non_clock_inputs
set_output_delay [expr $clk_period * $clk_io_pct] -clock clk0 [all_outputs]
==> qor.yml <==
crit_chain: "dlygate4sd2_1 > buf_4 > or4_1 > or4_4 > a2111oi_4 > o32ai_4 > inv_2 > ha_4 > inv_2 > and2_4 > and4_1 > a311oi_2 > a211o_1 > ha_4 > ha_4 > xnor2_2 > a22oi_2 > nand4b_1 > nor4bb_4 > buf_4 > nor4b_1 > a211oi_1 > buf_2"
common_cells: "nand2_1, nor2_1, a21oi_1, o21ai_0, inv_1"
yosys.area_share.adder_pct: 6.59
slowest_stage: "or4_1"
cap_violations: 0
drtAntennaViolNets: 0
synth_top_cell_by_area: "ha_1"
path_common_cell: "ha_4"
min_path_cells: 8
hpwl_um: 4920
tightest_slew_ns: 0.679
synth-simple-area-share_pct: 32.4
hold_viol_final: 0
grt.total_usage_pct: 16.2
end_kind: "output port"
drive_gt1_share_pct: 50.1
clockPowerShare_pct: 0
area_leaders: "ha_1, a21oi_1, o21ai_0, nand2_1, xnor2_1"
antenna_cells: 0
fin_ws_ns: 0.0945
ys_seq_share_pct: 0
core-area_sq_um: 4410
arrival_ns: 6.63
wl_um: 6540
cp.required_ns: 6.72
timing.hold.ws_ns: 4.30
flops: 0
setup_viol_count_final: 0
top_cell_area_share_pct: 6.59
synth.most_common_cell: "nand2_1"
initial_core_util_pct: 38.7
drc: 0
grt-ovfl-total: 0
final_cells: 407
drv_slew: 0
max_slew_margin_pct: 54.4
ys_sh_aoi_pct: 41.8
wl_per_cell_um: 16.1
yosys_area_sq_um: 1710
pwr-share-comb_pct: 100.0
post-place-ws_ns: -0.977
rsz0062_at_grt: "true"
port-buffer-count: 22
gp_congestion: 0.994
xor_area_share_pct: 5.13
rows: 24
ys_cells: 243
initialDrtViolationCount: 192
power_density_nw_per_um2: 91.9
die-area_sq_um: 7740
outcome: "finished clean"
power_switching_uw: 127
whs_endpoint: "E[1]"
num_vias: 2483
synth_area_sq_um: 1710
p_leak_nw: 1.24
flop_area_sq_um: 0
period_used_pct: 98.9
synth.distinct_cells: 75
logic_family: "AND-OR/OR-AND gates"
grt_pass1_wl_um: 10600
vdd_drop_max_mv: 0.0845
synth_cells: 243
drt-pass1-iter-count: 5
dp.cells: 386
clkbuf_count: 0
seqPwrFrac_pct: 0
max_freq_mhz: 120
ys_sh_mux_pct: 6.89
hp-start: "D[8]"
hold_class: "input pin to output port"
syn_area_per_cell_sq_um: 7.03
die_w_um: 88
grt_antenna_before_repair: 0
critPathKind: "input pin to output port"
cts_hold_buf: 0
internal-power_uw: 147
grt_pass1_vias: 2177
grt_max_degree: 16
chipHeight_um: 88
yosys_warnings: 3
swShare_pct: 46.2
path_max_fanout: 8
warnings: 37
area_delta_synth_final_pct: 74.4
period_needed_ns: 8.31
num_io_pins: 22
via_per_inst: 6.10
max_stage_delay_ns: 0.58
critPathLaunchType: "input pin"
## placed cells by master, fill, tap and decap left out, types with 3 or more instances in the layout
cell type and instances:
a31o_2 3, nor3b_1 3, nor3_1 7, a211o_1 3
ha_4 6, o211ai_1 4, a211oi_1 4, clkdlybuf4s50_1 6
nor3_2 3, xnor2_1 6, o21ai_0 13, or4_1 4
clkbuf_2 4, o311a_1 3, buf_6 4, o22ai_1 4
mux2i_1 5, inv_1 9, buf_2 6, xor2_1 3
nor2_1 15, a21oi_1 14, inv_2 5, nand2_1 15
nand3_1 4, buf_4 106, or3_1 8, ha_1 3
## worst max-delay path, delay by kind of cell
kind | cells | cell delay, ns
fa+ha+maj | 3 | 0.55
compound gates | 6 | 1.36
xor+xnor | 1 | 0.14
buf+inv | 6 | 0.91
simple gates | 7 | 1.97
## cells by family after synthesis
logic type | Yosys count
compound gates | 92
xor+xnor | 10
fa+ha+maj | 9
buf+inv | 31
mux | 9
simple gates | 92
## routing by layer
metal	GRT usage, %	up-vias	share of wire [%]
li1	-	1203	-
met1	25.7	1154	50
met2	22.6	113	40
met3	3.09	13	8.1
met4	1.59	0	1.2
met5	0	-	0
## cell type report
class / instances / area (sq um)
tap: 52 / 65.1
inverter: 14 / 52.6
timing repair buffer: 129 / 980
multi-input combinational: 212 / 1880
fill: 334 / 1440
## repair_timing
action,4_1_cts,5_1_grt
setup endpoints to repair,7,7
buffers inserted,17,7
pin swaps,25,32
gates resized,52,33
## how the worst max path moves through the flow
| stage | start | end | slack [ns] |
|---|---|---|---|
| after CTS | D[1] | F[2] | -0.007 |
| after global routing | D[7] | E[1] | -0.16 |
| final | D[2] | F[2] | 0.09 |
## through the flow
step	TNS (ns)	util, %	cell area, sq um	total power [mW]
2_1_floorplan	0	-	1830	0.137
3_3_place_gp	-6.73	60.7	2680	0.248
3_5_place_dp	-6.72	60.7	2680	0.247
4_1_cts	-0.0107	63.8	2820	0.251
5_1_grt	-0.726	67.5	2980	0.297
6_report	0	67.5	2980	0.274
## power by group through the flow
stage	Clock (mW)	Sequential [mW]	Combinational, mW
after global routing	0	0	0.297
final	0	0	0.274
after CTS	0	0	0.251
Power and IR drop assume default switching activity.
