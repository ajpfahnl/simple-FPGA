[./config.mk]
export PLATFORM = sky130hd
export DESIGN_NAME = parking_meter
export DESIGN_NICKNAME = parking_meter
export VERILOG_FILES = /design/flow/design.v
export SDC_FILE = /design/flow/constraint.sdc
export NUM_CORES = 4
export LEC_CHECK = 1
export CORE_UTILIZATION = 50
[./constraint.sdc]
current_design parking_meter

set clk_period 11.4
set clk_io_pct 0.2

create_clock -name clk0 -period $clk_period [get_ports {clk}]

set non_clock_inputs [all_inputs -no_clocks]
set_input_delay [expr $clk_period * $clk_io_pct] -clock clk0 $non_clock_inputs
set_output_delay [expr $clk_period * $clk_io_pct] -clock clk0 [all_outputs]
[./design.v]
module parking_meter(input add1,
		     input add2,
		     input add3,
		     input add4,
		     input rst1,
		     input rst2,
		     input clk,
		     input rst,
		     output reg [6:0] led_seg,
		     output a1, 
		     output a2,
		     output a3,
		     output a4,
		     output [3:0] val1,
		     output [3:0] val2,
		     output [3:0] val3,
		     output [3:0] val4
		     );
   reg [3:0] 			      a;
   parameter INITIAL = 2'd0;
   parameter ONE = 2'd1;
   parameter TWO = 2'd2;
   reg [1:0] 			      current_state;
   reg [1:0] 			      next_state;
   reg [13:0] 			      counter;
   always@ (posedge clk) begin
      if (rst)
	current_state <= INITIAL;
      else if (rst1 || rst2)
	current_state <= ONE;
      else
	current_state <= next_state;
   end
   always @(*) begin
      case (current_state)
	INITIAL: begin
	   if (add4) begin
	      next_state = ONE;
	   end else if (add1 || add2 || add3) begin
	      next_state = TWO;
	   end else begin
	      next_state = INITIAL; end
	end
	ONE: begin
	   if (counter <= 14'd180) begin
	      next_state = TWO;
	   end else
	     next_state = ONE;
	end
	TWO: begin
	   if (counter > 14'd180) begin
	      next_state = ONE;
	   end else if (counter == 0) begin
	      next_state = INITIAL;
           end else begin
	      next_state = TWO;
	   end
	end
	default:
	  next_state = INITIAL;
      endcase  
   end
   reg [14:0] sec1;
   always @(posedge clk) begin
      if (add1) begin
	 counter = ((counter + 14'd60) > 14'd9999) ? 14'd9999 : (counter + 14'd60);
	 sec1 = 0;
      end else if (add2) begin
	 counter = ((counter + 14'd120) > 14'd9999) ? 14'd9999 : (counter + 14'd120);
	 sec1 = 0;
      end else if (add3) begin
	 counter = ((counter + 14'd180) > 14'd9999) ? 14'd9999 : (counter + 14'd180);
	 sec1 = 0;
      end else if (add4) begin
	 counter = ((counter + 14'd300) > 14'd9999) ? 14'd9999 : (counter + 14'd300);
	 sec1 = 0;
      end else if (rst) begin
	 counter = 0;
	 sec1 = 0;
      end else if (rst1) begin
	 counter = 14'd16;
	 sec1 = 0;
      end else if (rst2) begin
	 counter = 14'd150;
	 sec1 = 0;
      end else begin
	 if ((counter != 0) && (sec1 == 14'd99)) begin
	    counter = counter - 14'd1;
	    sec1 = 0;
	 end else if (!rst) begin
	    counter = counter;
	    sec1 = sec1 + 14'd1;
	 end else begin
	    counter = 0;
	    sec1 = 0;
	 end
      end
   end
   assign val1 = counter % 10;
   assign val2 = (counter/10) % 10;
   assign val3 = (counter/100) % 10;
   assign val4 = (counter/1000) % 10;
   reg [6:0] cath1;
   reg [6:0] cath2;
   reg [6:0] cath3;
   reg [6:0] cath4;
   always @(*) begin
      cath1 = find_cath(val1);
      cath2 = find_cath(val2);
      cath3 = find_cath(val3);
      cath4 = find_cath(val4);
   end
   function [6:0] find_cath (input [3:0] val);
      begin
	 find_cath = 7'b0000001;
	 case (val)
	   0: find_cath = 7'b0000001;
	   1: find_cath = 7'b1001111;
           2: find_cath = 7'b0010010;
           3: find_cath = 7'b0000110;
           4: find_cath = 7'b1001100;
           5: find_cath = 7'b0100100;
           6: find_cath = 7'b0100000;
           7: find_cath = 7'b0001111;
           8: find_cath = 7'b0000000;
           9: find_cath = 7'b0001100;
	 endcase  
      end
   endfunction  
   reg [3:0] anodes;
   reg [1:0] digI;
   reg [14:0] fast_cycle;
   reg [14:0] slow_cycle;
   assign a1 = anodes[0];
   assign a2 = anodes[1];
   assign a3 = anodes[2];
   assign a4 = anodes[3];
   always @(posedge clk) begin
      if (rst) begin
	 digI <= 0;
	 anodes <= 4'b1111;
	 led_seg <= 7'b0000001;
	 slow_cycle <= 0;
	 fast_cycle <= 0;
      end else begin
	 if (rst1 || rst2 || add1 || add2 || add3 || add4) begin
	    slow_cycle <= 0;
	    fast_cycle <= 0;
	 end
	 else begin
	    if (slow_cycle == 15'd199)
	      slow_cycle <= 0;
	    else
	      slow_cycle <= slow_cycle + 1'b1;
	    if (fast_cycle == 15'd99)
	      fast_cycle <= 0;
	    else
	      fast_cycle <= fast_cycle + 1'b1;
	    digI <= digI + 1'b1;
	 end
	 anodes <= 4'b1111;
	 led_seg <= 7'b1111111;
	 case (current_state)
	   TWO: begin
	      if (slow_cycle < 100) begin
		 case (digI)
		   0: begin
		      anodes <= 4'b1110;
		      led_seg <= cath4;
		   end
		   1: begin
		      anodes <= 4'b1101;
		      led_seg <= cath3;
		   end
		   2: begin
		      anodes <= 4'b1011;
		      led_seg <= cath2;
		   end
		   3: begin
		      anodes <= 4'b0111;
		      led_seg <= cath1;
		   end
		 endcase  
	      end
	   end
	   default: begin
	      if (fast_cycle < 50) begin
		 case (digI)
		   0: begin
		      anodes <= 4'b1110;
		      led_seg <= cath4;
		   end
		   1: begin
		      anodes <= 4'b1101;
		      led_seg <= cath3;
		   end
		   2: begin
		      anodes <= 4'b1011;
		      led_seg <= cath2;
		   end
		   3: begin
		      anodes <= 4'b0111;
		      led_seg <= cath1;
		   end
		 endcase  
	      end
	   end
	 endcase  
      end
   end
endmodule  
[./run.sh]
#!/bin/bash
# OpenROAD 26Q1-2900-gdf79404cd8, Yosys 0.63+post, stock flow scripts
make -C /OpenROAD-flow-scripts/flow DESIGN_CONFIG=/design/flow/config.mk WORK_HOME=/design/flow/orfs finish
==> results_dict.tcl <==
# place-and-route summary
set metrics [dict create \
    tritoncts_clock_tree "yes" \
    drt_iter0_drc 1587 \
    synth.area.top_cells "sky130_fd_sc_hd__dfxtp_1 9.0%, sky130_fd_sc_hd__nor2_1 6.5%, sky130_fd_sc_hd__nand2_1 5.9%" \
    dpl_worst_slack_ps 83.7 \
    timing.fmax_mhz 90.4 \
    worst_ep_required_time_ps 9120 \
    crit_path_max_incr_delay_ps 480 \
    clock_sink_count 75 \
    slew_headroom 0.340 \
    timing.critical_path.fanout_max 10 \
    warnings 55 \
    synthArstFlopShare 0 \
    port_buffers 34 \
    utilization 0.577 \
    common_cells "235 x sky130_fd_sc_hd__nor2_1, 212 x sky130_fd_sc_hd__nand2_1, 146 x sky130_fd_sc_hd__a21oi_1" \
    ant_nets 0 \
    fin_skew_ps 12.1 \
    core_region_area_sq_mm 0.0264 \
    worst_setup_path_start_kind "flop" \
    detailed_place_hpwl_mm 34.7 \
    post-route-worst-setup-slack_ps 332 \
    synth_flops 75 \
    worst_pin_slew_ps 978 \
    timing.max_cap.violations 0 \
    postRouteWirelength_mm 46.5 \
    status "completed" \
    yosys_most_used_dff "sky130_fd_sc_hd__dfxtp_1" \
    vias 15647 \
    global_route.overflow_total 0 \
    final_hold_violation_count 0 \
    clock-root-buffer "sky130_fd_sc_hd__clkbuf_16" \
    ys.warnings.count 1 \
    detail_route.drc_violations 0 \
    globalplace.congestion 1.02 \
    worst_setup_path_end_kind "output pin" \
    detailedRoute.firstPassIterationCount 6 \
    dieArea_sq_mm 0.0278 \
    die_height_microns 167 \
    final-max-slew-violation-count 0 \
    synth_area_per_inst_sq_um 6.79 \
    fp-row-count 59 \
    yosys_cell_types 115 \
    post-synth-top-area-cell "sky130_fd_sc_hd__dfxtp_1" \
    final.min_clock_period_ps 11070 \
    synth_top_area_share 0.0899 \
    clk_latency_ps 350 \
    setup-tns-final_ps 0 \
    first_global_vias 13869 \
    synth_cells 2000 \
    setup_viol 0 \
    clk_path_buf_depth 2 \
    tritoncts.num_buffers 9 \
    width_of_the_die_microns 167 \
    clkTransAtPathRegs_ps 70 \
    yosys-stat-area_sq_mm 0.0136 \
    initCoreUtil 0.515 \
    most_frequent_cell_after_synthesis "sky130_fd_sc_hd__nor2_1" \
    share_of_cells_above_drive_strength_1 0.130 \
    yosys.stat.seqShare 0.121 \
    area_delta_synth_final_pct 11.9 \
    antenna_found_initial 0 \
    enable_flop_cells 14 \
    fin_crit_sh 0.971 \
    yosys_cells 2000 \
    hold_path.class "flop to flop" \
    routedWlPerCell_microns 19.7 \
    gr_usage_total 0.334 \
    criticalPathCategory "flop to output pin" \
    ioPinCount 35 \
    diodes 0 \
    vias_cell 6.64 \
    cts_htree_levels 3 \
    syn-cell-area_sq_mm 0.0136 \
    timing.critical_path.slowest_stage_cell "sky130_fd_sc_hd__a2111o_1" \
    worst_ep_arrival_time_ps 8790 \
    grt_pass1_wl_mm 74.1 \
    grt_start_max_net_pins 53 \
    cts_hold_buf 0 \
]
-- cells by family after synthesis --
| group | Yosys count | synth area share |
|---|---|---|
| compound gates | 699 | 0.365 |
| xor+xnor | 126 | 0.0840 |
| fa+ha+maj | 63 | 0.0564 |
| buf+inv | 205 | 0.0632 |
| flops | 75 | 0.121 |
| mux | 28 | 0.0218 |
| simple gates | 804 | 0.289 |
-- registers in the layout (all words and copies together), names as in the netlist --
name and flops:
slow_cycle 15, counter 14, current_state 3, anodes 4
fast_cycle 15, digI 2, led_seg 7, sec1 15
-- path summary, 6_finish.rpt --
check                           cells past startpoint                        to                     start  slack (ps)
worst max-delay path                               31                   val1[1]     counter[12]$_DFFE_PP_         330
worst min-delay path                                1  slow_cycle[0]$_SDFF_PP0_  slow_cycle[0]$_SDFF_PP0_         460
worst max register to register                     36     led_seg[0]$_SDFF_PP1_     counter[12]$_DFFE_PP_        2370
worst min register to register                      1  slow_cycle[0]$_SDFF_PP0_  slow_cycle[0]$_SDFF_PP0_         460
-- critical path, delay by kind of cell (launching register included) --
family,cells,cell delay [ps]
flops,1,440
fa+ha+maj,1,320
xor+xnor,1,150
compound gates,15,4010
buf+inv,4,860
simple gates,10,2640
-- layout by cell type (no fill, tap or decap), drive strengths merged, types with 13 or more instances in the layout --
cell type / netlist / routed
a21boi: 18 / 18
o21ai: 132 / 132
a22oi: 18 / 18
nor3: 69 / 69
nand4: 28 / 28
o311ai: 18 / 18
mux2i: 18 / 18
o21a: 14 / 14
or3: 15 / 15
a211oi: 40 / 40
nor4: 21 / 21
inv: 61 / 66
buf: 53 / 112
edfxtp: 14 / 14
o211ai: 26 / 26
a221oi: 19 / 19
a21oi: 150 / 150
o31ai: 23 / 23
nand2: 214 / 214
dfxtp: 61 / 61
nor2: 238 / 238
a31oi: 36 / 36
and3: 30 / 30
nand3: 80 / 80
o22ai: 23 / 23
xor2: 31 / 31
and2: 20 / 20
ha: 54 / 54
a21o: 16 / 16
nand2b: 28 / 28
or2: 13 / 13
o2111ai: 14 / 14
xnor2: 95 / 95
clkdlybuf4s50: 0 / 34
-- per-stage QoR --
| step | cells | area (sq um) | hold WS (ps) |
|---|---|---|---|
| after floorplan | 2000 | 13600 | 418 |
| after global placement | 2316 | 14400 | 431 |
| after detailed placement | 2316 | 14400 | 439 |
| after global routing | 2358 | 15200 | 483 |
| after CTS | 2338 | 14800 | 460 |
| final | 2358 | 15200 | 460 |
-- cell type report --
| class | instances | area, sq um |
|---|---|---|
| timing repair buffer | 146 | 1200 |
| clock inverter | 7 | 62.6 |
| multi-input combinational | 1720 | 11400 |
| clock buffer | 9 | 225 |
| fill | 2465 | 11200 |
| tap | 335 | 419 |
| sequential | 75 | 1640 |
| inverter | 66 | 251 |
-- metal layers --
metal,global-route usage,part of all wire
met5,0,0
met1,0.486,0.46
met4,0.0857,0.025
met2,0.507,0.43
met3,0.0692,0.087
-- timing repair --
action / 4_1_cts / 5_1_grt
gates resized: 10 / 62
setup buffers: 6 / 20
setup endpoints to repair: 7 / 11
pin swaps: 4 / 15
